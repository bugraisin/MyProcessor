==> ./design.v <==
`timescale 1ns/1ps
module islemci (
    input                       clk,
    input                       rst,
    output  [32-1:0]    bellek_adres,
    input   [32-1:0]     bellek_oku_veri,
    output  [32-1:0]     bellek_yaz_veri,
    output                     bellek_yaz
);
localparam GETIR        = 2'd0;
localparam COZYAZMACOKU = 2'd1;
localparam YURUTGERIYAZ = 2'd2;
reg [31:0] veri = 32'h0;
reg yazma_denetimi = 1'b0;
reg [1:0] simdiki_asama_r = 0;
reg [1:0] simdiki_asama_ns;
reg ilerle_cmb;
reg [32-1:0] buyruk;
reg [32-1:0] yazmac_obegi [0:32-1];
reg [32-1:0] ps_r;
reg [32-1:0] ps_keep;
reg [32-1:0] rs1;
reg [32-1:0] rs2;
reg [32-1:0] rd;
reg [4:0] rd_adres;
reg [2:0] amb_islem;
reg [11:0] imm_i_type;
reg [11:0] imm_s_type;
reg [19:0] imm_u_type;
reg [19:0] imm_j_type;
reg [19:0] imm_b_type;
reg [3:0] buyruk_tipi;
reg [31:0] genisletilmis;
reg dallan;
reg [32-1:0] bellek_verisi;
initial begin
    yazmac_obegi[0] = 0;
    ps_r = 0;
    veri = 32'h0;
    yazma_denetimi = 1'b0;
end
always @ * begin
    ilerle_cmb = 1;
    simdiki_asama_ns = simdiki_asama_r;
    if(simdiki_asama_ns == 0) begin        
    end else if(simdiki_asama_ns == 1) begin
         if(buyruk[6:0] == 7'b0110011) begin
            if(buyruk[14:12] == 3'b000) begin
                if(buyruk[31:25] == 7'b0000000) begin
                    buyruk_tipi = 4'b0100;
                end else if(buyruk[31:25] == 7'b0100000) begin
                    buyruk_tipi = 4'b0011;
                end
            end else if(buyruk[14:12] == 3'b110) begin
                buyruk_tipi = 4'b0010;
            end else if(buyruk[14:12] == 3'b111) begin
                buyruk_tipi = 4'b0001;
            end else if(buyruk[14:12] == 3'b100) begin
                buyruk_tipi = 4'b0000;
            end
        end else if(buyruk[6:0] == 7'b0010011) begin
            imm_i_type = buyruk[31:20];
            buyruk_tipi = 4'b0101;
        end else if(buyruk[6:0] == 7'b0100011) begin
            imm_s_type = {buyruk[31:25], buyruk[11:7]};
            genisletilmis = {{20{imm_s_type[11]}}, imm_s_type};
            rs1 = yazmac_obegi[buyruk[19:15]];
            rs2 = yazmac_obegi[buyruk[24:20]];
            buyruk_tipi = 4'b0110; 
        end else if(buyruk[6:0] == 7'b0000011) begin   
            imm_i_type = buyruk[31:20];
            rd_adres = buyruk[11:7];
            rs1 = yazmac_obegi[buyruk[19:15]];
            genisletilmis = {{20{imm_i_type[11]}}, imm_i_type};
            buyruk_tipi = 4'b0111;
        end else if(buyruk[6:0] == 7'b1100011) begin
            imm_b_type = {buyruk[31], buyruk[7], buyruk[30:25], buyruk[11:8]};
            buyruk_tipi = 4'b1000;
        end else if(buyruk[6:0] == 7'b1100111) begin
            imm_i_type = buyruk[31:20];
            buyruk_tipi = 4'b1001;
        end else if(buyruk[6:0] == 7'b1101111) begin
            buyruk_tipi = 4'b1010;
            imm_j_type = {buyruk[31], buyruk[19:12], buyruk[20], buyruk[30:21]};
        end else if(buyruk[6:0] == 7'b0010111) begin
            buyruk_tipi = 4'b1011;
            imm_u_type = buyruk[31:12];       
        end else if(buyruk[6:0] == 7'b0110111) begin
            imm_u_type = buyruk[31:12];
            buyruk_tipi = 4'b1100;
        end 
    end else if(simdiki_asama_ns == 2) begin
        case(buyruk_tipi)
            4'b1100: begin
                genisletilmis = {imm_u_type, {12{1'b0}}};
            end
            4'b1010: begin
                genisletilmis = {{20{imm_j_type[19]}}, imm_u_type};
            end
            4'b1010: begin
                genisletilmis = {{20{imm_i_type[11]}}, imm_i_type};
            end 
            4'b0101: begin
                genisletilmis = {{20{imm_i_type[11]}}, imm_i_type};
            end
            4'b1000: begin
                genisletilmis = {{20{imm_b_type[11]}}, imm_b_type};
                dallan = rs1 - rs2 == 0 ? 1'b1 : 1'b0;
            end
            4'b1011: begin
                genisletilmis = {imm_u_type, {12{1'b0}}};
            end
            4'b0111: begin
                bellek_verisi = bellek_oku_veri;
            end   
            4'b0110: begin
                yazma_denetimi = 1;
                veri = rs2;
            end
        endcase
    end
end
always @(posedge clk) begin
    if (rst) begin
        ps_r <= 32'h8000_0000;
        simdiki_asama_r <= GETIR;
    end
    else begin
        if (ilerle_cmb) begin
            if(simdiki_asama_ns == 0) begin
                simdiki_asama_r <= 1;
                ps_r <= ps_r + 4;
                buyruk <= bellek_oku_veri;
            end else if(simdiki_asama_ns == 1) begin
                case(buyruk_tipi)
                    4'b0000: begin
                        rs1 <= yazmac_obegi[buyruk[19:15]];
                        rs2 <= yazmac_obegi[buyruk[24:20]];
                        rd_adres <= buyruk[11:7];
                        amb_islem <= 3'b100; 
                    end
                    4'b0001: begin
                        rs1 <= yazmac_obegi[buyruk[19:15]];
                        rs2 <= yazmac_obegi[buyruk[24:20]];
                        rd_adres <= buyruk[11:7];
                        amb_islem <= 3'b011; 
                    end
                    4'b0010: begin
                        rs1 <= yazmac_obegi[buyruk[19:15]];
                        rs2 <= yazmac_obegi[buyruk[24:20]];
                        rd_adres <= buyruk[11:7];
                        amb_islem <= 3'b010; 
                    end
                    4'b0011: begin
                        rs1 <= yazmac_obegi[buyruk[19:15]];
                        rs2 <= yazmac_obegi[buyruk[24:20]];
                        rd_adres <= buyruk[11:7];
                        amb_islem <= 3'b001; 
                    end
                    4'b0100: begin
                        rs1 <= yazmac_obegi[buyruk[19:15]];
                        rs2 <= yazmac_obegi[buyruk[24:20]];
                        rd_adres <= buyruk[11:7];
                        amb_islem <= 3'b000; 
                    end
                    4'b0101: begin
                        rs1 <= yazmac_obegi[buyruk[19:15]];
                        rs2 <= yazmac_obegi[buyruk[24:20]];
                        rd_adres <= buyruk[11:7];
                    end
                    4'b0110: begin
                        ps_keep <= ps_r;
                        yazma_denetimi <= 1;
                        veri <= rs2;
                        ps_r <= genisletilmis + rs1;
                    end
                    4'b0111: begin
                        yazma_denetimi <= 0;
                        ps_keep <= ps_r;
                        ps_r <= genisletilmis + rs1;                     
                    end
                    4'b1000: begin
                        rs1 <= yazmac_obegi[buyruk[19:15]];
                        rs2 <= yazmac_obegi[buyruk[24:20]];
                    end
                    4'b1001: begin
                        rd_adres <= buyruk[11:7];
                        rs1 <= yazmac_obegi[buyruk[19:15]];
                    end
                    4'b1010: begin
                        rd_adres <= buyruk[11:7];
                    end
                    4'b1011: begin
                        rd_adres <= buyruk[11:7];
                    end
                    4'b1100: begin
                        rd_adres <= buyruk[11:7];
                    end
                endcase
                simdiki_asama_r <= 2;
            end else if(simdiki_asama_ns == 2) begin    
                if(buyruk_tipi <= 4'b0100) begin
                    case(amb_islem)
                        3'b000: yazmac_obegi[rd_adres] <= rs1 + rs2; 
                        3'b001: yazmac_obegi[rd_adres] <= rs1 - rs2; 
                        3'b010: yazmac_obegi[rd_adres] <= rs1 | rs2; 
                        3'b011: yazmac_obegi[rd_adres] <= rs1 & rs2; 
                        3'b100: yazmac_obegi[rd_adres] <= rs1 ^ rs2; 
                    endcase
                end else if(buyruk_tipi == 4'b0101) begin
                    yazmac_obegi[rd_adres] <= rs1 + genisletilmis;
                end else if(buyruk_tipi == 4'b0110) begin
                    ps_r <= ps_keep;
                    yazma_denetimi <= 0;
                end else if(buyruk_tipi == 4'b0111) begin
                    ps_r <= ps_keep; 
                    yazmac_obegi[rd_adres] <= bellek_verisi;
                end else if(buyruk_tipi == 4'b1000) begin
                    if(dallan) begin
                        ps_r <= ps_r + genisletilmis;
                    end
                end else if(buyruk_tipi == 4'b1001) begin
                    ps_r <= rs1 + genisletilmis;
                    yazmac_obegi[rd_adres] <= ps_r + 4;
                end else if(buyruk_tipi == 4'b1010) begin
                    ps_r <= ps_r + genisletilmis;
                    yazmac_obegi[rd_adres] <= ps_r + 4;
                end else if(buyruk_tipi == 4'b1011) begin
                    yazmac_obegi[rd_adres] <= ps_r + genisletilmis;
                end else if(buyruk_tipi == 4'b1100) begin
                    yazmac_obegi[rd_adres] <= genisletilmis;
                end
                simdiki_asama_r <= 0;
            end  
         end  
    end  
end  
assign bellek_adres = ps_r;
assign bellek_yaz_veri = veri;
assign bellek_yaz = yazma_denetimi;
endmodule
==> ./run.sh <==
#!/bin/bash
# OpenROAD 26Q1-2900-gdf79404cd8, Yosys 0.63+post, stock flow scripts
make -C /OpenROAD-flow-scripts/flow DESIGN_CONFIG=/design/flow/config.mk WORK_HOME=/design/flow/orfs finish
==> ./config.mk <==
export PLATFORM = sky130hd
export DESIGN_NAME = islemci
export DESIGN_NICKNAME = islemci
export VERILOG_FILES = /design/flow/design.v
export SDC_FILE = /design/flow/constraint.sdc
export NUM_CORES = 4
export LEC_CHECK = 1
export CORE_UTILIZATION = 30
==> ./constraint.sdc <==
current_design islemci

set clk_period 20.3
set clk_io_pct 0.2

create_clock -name clk0 -period $clk_period [get_ports {clk}]

set non_clock_inputs [all_inputs -no_clocks]
set_input_delay [expr $clk_period * $clk_io_pct] -clock clk0 $non_clock_inputs
set_output_delay [expr $clk_period * $clk_io_pct] -clock clk0 [all_outputs]
==> impl_metrics.yaml <==
# yosys + openroad results
synthesis:
  synthArstFlopShare_pct: 0
  logic_family: "multiplexers"
  synth_warnings: 1
  mux_share_pct: 22.3
  synth-edff-count: 1190
  ys_ff: 1455
  xor_area_share_pct: 1.60
  yosys.area_share.adder_pct: 3.05
  synthSimpleGateAreaFrac_pct: 4.89
  flop_cell: "edfxtp_1"
  aoi_share_pct: 8.22
  netlist-cell-type-count: 91
  ys_area_um2: 69300
  yosys_cells: 4474
status:
  outcome: "stopped before the end"
  lastStage: "1_2_yosys"
  stop_error: "ERROR: Found 102 problems in 'check -assert'."
==> Yosys cell counts (52+ instances only) <==
library cell | number | area, µm²
o21ai_0 | 144 | 721
xnor2_1 | 78 | 683
nor3_1 | 53 | 265
nor2_1 | 246 | 923
nand2_1 | 180 | 676
mux2_2 | 75 | 845
mux4_2 | 640 | 14400
inv_1 | 128 | 480
ha_1 | 162 | 2030
a211oi_1 | 52 | 390
clkbuf_1 | 199 | 747
buf_1 | 62 | 233
edfxtp_1 | 1190 | 35700
dlxtn_1 | 216 | 3240
a21oi_1 | 242 | 1210
==> logic make-up after synthesis <==
kind of cell               count (synthesis)
buffers and inverters                    411
AOI/OAI and AO/OA                        858
latches                                  216
xor gates and xnor gates                 127
DFF                                     1239
and+or+nand+nor                          717
muxes                                    738
other                                      1
adders and majority gates                167
